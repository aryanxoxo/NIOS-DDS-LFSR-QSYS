**flow/run.sh**
```bash
#!/bin/bash
# OpenROAD 26Q1-2900-gdf79404cd8, Yosys 0.63+post, stock flow scripts
make -C /OpenROAD-flow-scripts/flow DESIGN_CONFIG=/design/flow/config.mk WORK_HOME=/design/flow/orfs finish
```
**flow/config.mk**
```make
export PLATFORM = sky130hd
export DESIGN_NAME = divider
export DESIGN_NICKNAME = divider
export VERILOG_FILES = /design/flow/design.v
export SDC_FILE = /design/flow/constraint.sdc
export NUM_CORES = 4
export LEC_CHECK = 1
export CORE_UTILIZATION = 30
```
**flow/constraint.sdc**
```tcl
current_design divider

set clk_period 3.7
set clk_io_pct 0.2

create_clock -name clk0 -period $clk_period [get_ports {clk}]

set non_clock_inputs [all_inputs -no_clocks]
set_input_delay [expr $clk_period * $clk_io_pct] -clock clk0 $non_clock_inputs
set_output_delay [expr $clk_period * $clk_io_pct] -clock clk0 [all_outputs]
```
**flow/design.v**
```verilog
module divider(input clk, input [31:0] divide, output reg new_clk);
	reg [31:0] r_reg;
	wire [31:0] r_next;
	reg reset;
	reg [31:0] old_div;
	always @(posedge clk) begin
		old_div <= divide;
	end
	always @(*) begin
		if (divide !== old_div) begin
			reset <= 1'b1;
		end else begin
			reset <= 1'b0;
		end
	end
	always @(posedge clk, posedge reset) begin
			if (reset) begin
				r_reg <= 0;
			end else if (r_reg == divide - 1) begin
				r_reg <= 0;
			end else begin
				r_reg <= r_next;
			end
	end
	assign r_next = r_reg + 1;
	always @(posedge clk, posedge reset) begin
			if (reset) begin
				new_clk <= 0;
			end
			else if (r_reg == divide - 1) begin
				new_clk <= ~new_clk;
			end
			else begin
				new_clk <= new_clk;
			end
	end
endmodule
```
==> run_results.csv <==
group,metric,value,unit
pwr,power-per-cell-area,408,mW/mm2
clocking,cts_tree,"built",
synth,async_flop_share,50.8,%
global_route,grt_most_used_layer,"met1",
final_timing,finClkSkew,0.00771,ns
worst_setup_path,critical_path.max_stage_delay,0.62,ns
placed_design,gp_congestion,0.858,
route,detail_route.wirelength,9.17,mm
synth,most_area_hungry_cell_type_in_the_yosys_netlist,"sky130_fd_sc_hd__dfrtp_1",
floorplan,io_pins,34,
layout,finalInstanceArea,0.00494,mm2
final_timing,report.final.slew_viol_count,0,
global_route,track_usage,15.0,%
worst_setup_path,startpoint_type,"primary input",
worst_setup_path,critical_path.startpoint,"divide[11]",
synth,warnings_synthesis,1,
layout,final_layout_size_suffix_gt1_share,17.8,%
clocking,clk_transition_reported_paths,0.06,ns
route,via_count_normalized_by_instance_count,4.72,
final_timing,timing_worst_slew_pin_value,0.602,ns
synth,most_instantiated_flip_flop_cell_in_the_synthesis_netlist,"sky130_fd_sc_hd__dfrtp_1",
route,dr_vias,2903,
worst_setup_path,timing.setup.critical_path_class,"in -> reg",
floorplan,fp.dieArea,0.0125,mm2
final_timing,fin_worst_hold_slack,0.480,ns
route,drt_first_pass_iters,23,
final_timing,setup_viol_count_final,0,
synth,synthDistinctLibCells,43,
worst_setup_path,crit-reg2reg-launch,"r_reg[3]$_DFF_PP0_",
floorplan,floorplan.core_area,0.0116,mm2
worst_setup_path,timing.critical_path.to_type,"flip-flop",
final_timing,timing.final.hold_violations,0,
clocking,clockBufferDepth,2,
job,drv_cap,0,
clocking,cts_root_buf,"sky130_fd_sc_hd__clkbuf_16",
layout,area_growth_from_synthesis_to_layout,36.9,%
hold_path,hold_path_startpoint,"new_clk$_DFFE_PP0N_",
global_route,grt.overflow.total,0,
synth,yosys-stat-cells,382,
synth,topCellsByArea,"sky130_fd_sc_hd__dfrtp_1, sky130_fd_sc_hd__dfxtp_1, sky130_fd_sc_hd__xor2_1",
global_route,grt_pass1_vias,2795,
synth,ys_chip_area,0.00361,mm2
worst_setup_path,timing.critical_path.required,3.92,ns
final_timing,min_cycle_time_layout,3.56,ns
clocking,clk-insertion-delay-late,0.33,ns
clocking,cts_num_sinks,65,
global_route,grt_pass1_wl,14.3,mm
job,tool_warnings,25,
synth,yosysTopAreaCellShare,22.9,%
floorplan,floorplan.initialDensity,31.2,%
worst_setup_path,worstPathMaxFanout,16,
route,num_antenna_cells,0,
final_timing,max_freq,0.281,GHz
final_timing,rsz0062_at_grt,"false",
clocking,cts-buffers-inserted,9,
floorplan,fp.dieH,112,um
placed_design,post_dp_cell_area,0.00439,mm2
worst_setup_path,regToRegEndpoint,"r_reg[29]$_DFF_PP0_",
placed_design,hpwlAfterDp,6.75,mm
synth,edf_count,0,
pwr,power.ir.vdd_worst,0.000191,V
synth,seq_area_frac_synth,40.6,%
hold_path,worst_hold_path.num_cells,1,
worst_setup_path,worstPathCellList,"clkdlybuf4s50_1, or4_4, or4_4, buf_4, nor2_2, buf_4, xnor2_1, nand4_1, nor4_4, buf_6, clkbuf_16, nor2_1",
hold_path,whs_endpoint,"new_clk$_DFFE_PP0N_",
synth,synthesis.area_per_instance,9.45,um2
layout,fillerInstances,1062,
global_route,initial_antenna_violation_count,0,
clocking,cts-htree-levels,3,
hold_path,hp-class,"reg -> reg",
synth,netlist_area,0.00361,mm2
global_route,gr-usage-met1,24.6,%
worst_setup_path,crit_arrival,3.77,ns
route,drt_drc_violations_left,0,
route,wl_per_cell,14.9,um
floorplan,chipWidth,112,um
worst_setup_path,worstRegToRegCells,11,
worst_setup_path,rrSetupSlack,1.26,ns
synth,synthesis.instances,382,
route,drtIter0Drc,166,
final_timing,remaining_max_slew_budget_at_the_tightest_pin,59.5,%
global_route,grtUsageMet3,2.66,%
synth,numSynthFlops,65,
placed_design,port_buffers,33,
pwr,power.static_leakage,2.09,nW
route,route.antenna.remaining_nets,0,
floorplan,num_rows,39,
final_timing,fin_crit_sh,96.1,%
outcome,status,"finished, final reports clean",
worst_setup_path,critPathSlowestCell,"sky130_fd_sc_hd__or4_4",
global_route,groute.layer.met2.usage,21.2,%
global_route,grt_max_degree,34,
## kinds of logic (layout without fill, tap and decap cells)
kind of cell             after synthesis  after routing  synth area share (%)
XOR/XNOR                             109            109                  26.4
AND/OR/NAND/NOR                      168            168                  25.0
multiplexers                           2              2                 0.554
adder cells (fa/ha/maj)                2              2                 0.693
flip-flops                            65             65                  40.6
buffers and inverters                 15            105                  2.84
AND-OR/OR-AND                         21             21                  3.85
## report_power, final
group | leakage [nW] | internal (mW) | total, mW | switching (mW)
clock | 0.186 | 0.795 | 1.11 | 0.310
combinational | 1.19 | 0.0931 | 0.180 | 0.0871
sequential | 0.714 | 0.725 | 0.732 | 0.00700
## how the worst max path moves through the flow
| stage | end | slack, ns | depth (start not counted) |
|---|---|---|---|
| 6_report | r_reg[29]$_DFF_PP0_ | 0.14 | 12 |
| 5_1_grt | new_clk$_DFFE_PP0N_ | 0.0009 | 12 |
| 4_1_cts | new_clk$_DFFE_PP0N_ | 0.09 | 10 |
## cell usage after synthesis (6+ instances only)
cell type / count
sky130_fd_sc_hd__nand2_1: 22
sky130_fd_sc_hd__nor4_1: 12
sky130_fd_sc_hd__dfrtp_1: 33
sky130_fd_sc_hd__dfxtp_1: 32
sky130_fd_sc_hd__nand3_1: 19
sky130_fd_sc_hd__nand4_1: 6
sky130_fd_sc_hd__xor2_1: 65
sky130_fd_sc_hd__and3_1: 11
sky130_fd_sc_hd__nor2_1: 52
sky130_fd_sc_hd__buf_6: 6
sky130_fd_sc_hd__nor3_1: 15
sky130_fd_sc_hd__inv_1: 6
sky130_fd_sc_hd__xnor2_1: 44
## timing repair
item                                    in CTS  in global routing
setup buffers                                0                  3
hold buffers                                 0                  0
gates resized                                0                 18
endpoints found under the setup margin       0                 27
## metrics by stage
stage	setup TNS (ns)	util, %	total power, mW	worst slack, ns	cells
final	0	42.7	2.02	0.144	615
after global routing	0	42.7	2.08	0.000943	615
after CTS	0	41.3	2.03	0.0947	609
after detailed placement	-6.31	37.9	0.926	-0.251	593
after global placement	-7.48	37.9	0.926	-0.267	593
after floorplan	0	-	0.822	0.188	382
## layout by cell type (no fill, tap or decap), types with 4 or more instances in the layout
cell type and instances:
sky130_fd_sc_hd__inv_1 6, sky130_fd_sc_hd__clkdlybuf4s50_1 25, sky130_fd_sc_hd__nor3_1 13, sky130_fd_sc_hd__and3_1 11, sky130_fd_sc_hd__a21oi_1 4, sky130_fd_sc_hd__o31ai_1 4, sky130_fd_sc_hd__a31oi_1 5, sky130_fd_sc_hd__or4_4 6
sky130_fd_sc_hd__nor2_1 50, sky130_fd_sc_hd__dlymetal6s2s_1 8, sky130_fd_sc_hd__clkbuf_16 12, sky130_fd_sc_hd__nand3_1 19, sky130_fd_sc_hd__bufinv_16 5, sky130_fd_sc_hd__dfrtp_1 33, sky130_fd_sc_hd__xnor2_1 44, sky130_fd_sc_hd__buf_4 45
sky130_fd_sc_hd__nor4_1 12, sky130_fd_sc_hd__nand2_1 22, sky130_fd_sc_hd__dfxtp_1 32, sky130_fd_sc_hd__nand4_1 6, sky130_fd_sc_hd__xor2_1 65
## final cells by class
| type | instances | area (um2) | area share [%] |
|---|---|---|---|
| inverters | 6 | 22.5 | 0.456 |
| multi-input cells | 302 | 2090 | 42.3 |
| well taps | 143 | 179 | 3.62 |
| clock buffers | 9 | 225 | 4.56 |
| repair buffers | 83 | 795 | 16.1 |
| clock inverters | 7 | 166 | 3.37 |
| flip-flops and latches | 65 | 1470 | 29.7 |
## routing by layer
metal | vias to the layer above | routed length (um)
met5 | - | 0
met4 | 0 | 167
met3 | 12 | 415
met2 | 57 | 3910
met1 | 1344 | 4680
li1 | 1490 | -
## critical path: cells and delay by family
family,cells,cell delay [ns]
buffers and inverters,5,1.10
and+or+nand+nor,6,1.78
xor gates and xnor gates,1,0.14
Power and IR drop assume default switching activity.
